**flow/run.sh**
```bash
#!/bin/bash
# OpenROAD 26Q1-2900-gdf79404cd8, Yosys 0.63+post, stock flow scripts
make -C /OpenROAD-flow-scripts/flow DESIGN_CONFIG=/design/flow/config.mk WORK_HOME=/design/flow/orfs finish
```
**flow/config.mk**
```make
export PLATFORM = sky130hd
export DESIGN_NAME = UART_RX
export DESIGN_NICKNAME = UART_RX
export VERILOG_FILES = /design/flow/design.v
export SDC_FILE = /design/flow/constraint.sdc
export NUM_CORES = 4
export LEC_CHECK = 1
export CORE_AREA = 10 10 101 101
export DIE_AREA = 0 0 111 111
```
**flow/constraint.sdc**
```tcl
current_design UART_RX

set clk_period 2.1
set clk_io_pct 0.2

create_clock -name clk0 -period $clk_period [get_ports {RX_CLK}]

set non_clock_inputs [all_inputs -no_clocks]
set_input_delay [expr $clk_period * $clk_io_pct] -clock clk0 $non_clock_inputs
set_output_delay [expr $clk_period * $clk_io_pct] -clock clk0 [all_outputs]
```
**flow/design.v**
```verilog
module data_sampling (
  input                  clk,
  input                  rst,
  input                  rx_in,
  input       [4:0]      prescale,
  input       [2:0]      edge_cnt,
  input                  data_samp_en,
  output  reg            sampled_bit
  );
wire [3:0]	half_edge_before,half_edge,half_edge_after;
reg  [2:0] samples;
assign half_edge = (prescale >> 'b1) - 'b1;
assign half_edge_before = half_edge - 'b1;
assign half_edge_after = half_edge + 'b1;
  always @ (posedge clk or negedge rst)
    begin
	  if (!rst)
		samples<=0;
	  else if (data_samp_en)
       	begin
            if(edge_cnt == half_edge)
				samples[1] <= rx_in;
			else if (edge_cnt == half_edge_before)
				samples[0] <= rx_in;
			else if (edge_cnt == half_edge_after)
				samples[2] <= rx_in;
        end
	  else
		samples<=0;
	end	
always @ (posedge clk or negedge rst)
 begin
  if(!rst)
    sampled_bit <= 'b0 ;
  else
   begin
    if(data_samp_en) 
	 begin
      case (samples)
      3'b000 :  sampled_bit <= 1'b0 ;   	
      3'b001 :  sampled_bit <= 1'b0 ;
      3'b010 :  sampled_bit <= 1'b0 ;
      3'b011 :  sampled_bit <= 1'b1 ;
      3'b100 :  sampled_bit <= 1'b0 ;
      3'b101 :  sampled_bit <= 1'b1 ;
      3'b110 :  sampled_bit <= 1'b1 ;
      3'b111 :  sampled_bit <= 1'b1 ;
      endcase
     end
    else
      sampled_bit <= 1'b0 ;
   end
 end 
endmodule 	
module deserializer #(parameter DATA_WIDTH =8) (
 input             clk,
 input             rst,
 input             sampled_bit,
 input             en,
 input		[2:0]  edge_count,
 output reg [DATA_WIDTH-1:0]  P_DATA
 );
 always @(posedge clk or negedge rst)
  begin
   if(!rst)
     P_DATA <=0;
   else 
    if (en && (edge_count == 3'b111))
        begin 
		   P_DATA<={sampled_bit,P_DATA[7:1]};
	    end
  end
 endmodule
module edge_bit_counter(
 input              clk,
 input              rst,
 input              en,
 output reg [3:0]   bit_count,
 output reg [2:0]   edge_count
);
wire         counter_max;
always @(posedge clk or negedge rst)
  begin
    if(!rst)
	 begin
	  edge_count<=0;
	  bit_count<=0;
	 end
    else if(en && !counter_max)
	 begin
		edge_count <= edge_count+ 4'b0001;
	 end
	else if(en && counter_max)
	 begin
	    edge_count <=0;
	    bit_count <=  bit_count + 1;
	 end
	else
	 begin
	    edge_count<=0;
	    bit_count<=0;
	 end
	end
assign counter_max = ( edge_count == 3'b111)? 1'b1:1'b0;
endmodule
module par_chk #(parameter DATA_WIDTH =8) (
  input               clk,
  input               rst,
  input               parity_type,
  input               en,
  input               sampled_bit,
  input     [DATA_WIDTH-1:0]     P_DATA,
  output reg          par_err  
  );
  wire odd_par , even_par;
  wire [1:0] par_chk_typ;
  always@(posedge clk or negedge rst)
   begin
    if(!rst)
	 begin
	  par_err<=0;
	 end
	else 
	 begin
	    case(par_chk_typ)
		 2'b10 : begin
		          if (even_par == sampled_bit)
				    par_err<=0;
				  else
				    par_err<=1;
				 end
		 2'b11 : begin 
		          if(odd_par == sampled_bit)
				    par_err<=0;
				  else
				    par_err<=1;
				 end
		endcase 
   end
  end 
  assign par_chk_typ = {en,parity_type};
  assign even_par = ^P_DATA;
  assign odd_par = ~^P_DATA;
endmodule 
module stp_chk (
  input        clk,
  input        rst,
  input        en,
  input        sampled_bit,
  output  reg  stp_err
  );
  always @ (posedge clk or negedge rst)
   begin
     if (!rst)
	  stp_err<=0;
	  else 
	   begin
	    if(en)
		 begin
		  case(sampled_bit)
		    1'b0 : begin 
			         stp_err<=1;
			       end
			1'b1 : begin
			        stp_err<=0;
				   end
		  endcase 
		 end  
	   end
	end   
endmodule 
module strt_chk(
  input            clk,
  input            rst,
  input            en,
  input            sampled_bit,
  output  reg      strt_glitch
  );
  always @ (posedge clk or negedge rst)
    begin
	   if(!rst)
	    strt_glitch<=0;
	   else
	    begin
	      if (en)
		   begin
		    case(sampled_bit)
			 1'b0 : begin
			          strt_glitch<=0;
					end  
			 1'b1 : begin	
                      strt_glitch<=1;
					end  
			endcase
		   end
        end			
	end	
endmodule 	
module FSM (
  input             clk,
  input             rst,
  input             rx_in,
  input    [2:0]    edge_cnt,
  input    [3:0]    bit_cnt,
  input             par_err,
  input             par_en,
  input             strt_glitch,
  input             stp_err,
  output reg        enable,  
  output reg        data_samp_en,
  output reg        par_chk_en,
  output reg        strt_chk_en,
  output reg        stp_chk_en,
  output reg        deser_en,
  output reg        data_valid
  );
  localparam        idle = 3'b000,
                    strt_chk = 3'b001,
                    deser = 3'b010, 
                    par_chk = 3'b011,
                    stp_chk = 3'b100,
                    err_chk = 3'b101,
                    data_vld = 3'b110;
  wire edge_7 , bit_8;
  wire [2:0] deser_cond;
  assign edge_7 = (edge_cnt == 3'b111)? 1'b1 : 1'b0;
  assign bit_8 = (bit_cnt == 4'b1000);
  assign deser_cond = {par_en,bit_8,edge_7};
  reg [2:0] cs,ns;   
  always @ (posedge clk or negedge rst)
   begin
    if(!rst)
	    cs<=idle;
	else 
	    cs<=ns;
   end
   always @ (*)
    begin
	    par_chk_en=0;
		deser_en=0;
		strt_chk_en=0;
		stp_chk_en=0;
		data_valid=0;
		enable=1;
		data_samp_en=1;
        case (cs)
		  idle :     begin
		              if(rx_in)
					   begin
		                 data_samp_en=0;
					     enable=0; 
						 ns=idle;
					   end
					  else
					   begin
					    ns=strt_chk;
					    strt_chk_en=1;
					   end 
					end
		  strt_chk : begin
					   strt_chk_en=1;
						if (bit_cnt=='b0 && edge_7) 
						 begin
						  if(strt_glitch)
					       ns=idle;
						  else
                           ns=deser;
						  end 
						else 
							ns = cs;
					 end	 
          deser :    begin
					    deser_en=1;
		                case(deser_cond)
						3'b011 : begin
						            ns=stp_chk;
								 end 
						3'b111 : begin
						            ns=par_chk;
								 end
						default : ns=cs;
						endcase
					 end	
		  par_chk :  begin 
						par_chk_en=1;
						if (edge_7)
						 ns=stp_chk;
						else
						 ns=cs;
					 end
		  stp_chk :  begin
						stp_chk_en = 1;
						 if (edge_cnt == 3'b101)
						  ns=err_chk;
						 else 
						  ns = cs;
					 end 
		  err_chk : begin
					enable=0;
					 if (par_err | stp_err)
					  ns = idle;
					 else 
					  ns = data_vld;
					end 
		  data_vld : begin
					data_valid =1;
					 enable =0;
					 data_samp_en =0;
					 if(!rx_in)
					  ns = strt_chk ;
					 else
					  ns = idle; 						
					end			  			
		  default : begin 
					 ns=idle;
					 enable=0;
					 deser_en=0;
					end 
		endcase
	end
endmodule 
module UART_RX # ( parameter DATA_WIDTH = 8 , PRESCALE_WIDTH = 5 )
(
 input   wire                          RX_CLK,
 input   wire                          RST,  
 input   wire   [PRESCALE_WIDTH-1:0]   Prescale,  
 input   wire                          parity_enable, 
 input   wire                          parity_type,
 input   wire                          RX_IN_S, 
 output  wire   [DATA_WIDTH-1:0]       RX_OUT_P, 
 output  wire                          RX_OUT_V,
 output  wire                          parity_error,
 output  wire                          framing_error
);
wire   [3:0]           bit_count ;
wire   [2:0]           edge_count ;
wire                   edge_bit_en; 
wire                   deser_en; 
wire                   par_chk_en; 
wire                   stp_chk_en; 
wire                   strt_chk_en; 
wire                   strt_glitch;
wire                   sampled_bit;
wire                   dat_samp_en;
FSM  U0_uart_fsm (
.clk(RX_CLK),
.rst(RST),
.rx_in(RX_IN_S),
.bit_cnt(bit_count),
.par_en(parity_enable),
.edge_cnt(edge_count), 
.strt_glitch(strt_glitch),
.par_err(parity_error),
.stp_err(framing_error), 
.strt_chk_en(strt_chk_en),
.enable(edge_bit_en), 
.deser_en(deser_en), 
.par_chk_en(par_chk_en), 
.stp_chk_en(stp_chk_en),
.data_samp_en(dat_samp_en),
.data_valid(RX_OUT_V)
);
edge_bit_counter U0_edge_bit_counter (
.clk(RX_CLK),
.rst(RST),
.en(edge_bit_en),
.bit_count(bit_count),
.edge_count(edge_count) 
); 
data_sampling U0_data_sampling (
.clk(RX_CLK),
.rst(RST),
.rx_in(RX_IN_S),
.prescale(Prescale),
.data_samp_en(dat_samp_en),
.edge_cnt(edge_count),
.sampled_bit(sampled_bit)
);
deserializer # ( .DATA_WIDTH(8)) U0_deserializer (
.clk(RX_CLK),
.rst(RST),
.sampled_bit(sampled_bit),
.en(deser_en),
.edge_count(edge_count), 
.P_DATA(RX_OUT_P)
);
strt_chk U0_strt_chk (
.clk(RX_CLK),
.rst(RST),
.sampled_bit(sampled_bit),
.en(strt_chk_en), 
.strt_glitch(strt_glitch)
);
par_chk # ( .DATA_WIDTH(8)) U0_par_chk (
.clk(RX_CLK),
.rst(RST),
.parity_type(parity_type),
.sampled_bit(sampled_bit),
.en(par_chk_en), 
.P_DATA(RX_OUT_P),
.par_err(parity_error)
);
stp_chk U0_stp_chk (
.clk(RX_CLK),
.rst(RST),
.sampled_bit(sampled_bit),
.en(stp_chk_en), 
.stp_err(framing_error)
);
endmodule
```
==> CHANGELOG.md <==
### Metrics

- Status: completed
- Fmax: a little under 0.5 GHz
- I/O pin cnt: 21
- Cell Type Count: 33
- Cell breakdown of the critical path: clkdlybuf4s50_1 -> inv_1 -> ha_2 -> xnor2_2 -> buf_4 -> o32a_2 -> mux2i_1 -> o22ai_2 -> mux2i_1
- Setup Fix Bufs, Post-CTS: 0
- Cts hold-fix bufs: 0
- Warnings from Yosys: 7
- Reg2Reg Depth: 4
- Yosys stat area: roughly 0.0015 mm²
- Worst-Margin Slew: 0.744 ns
- Vias in the first global route: 1058
- CTS tree: built
- Root Buffer: clkbuf_8
- First DRT Iteration DRCs: 16
- Post-Syn Area per Cell: between 10 and 15 µm²
- VDD IR max: between 200 and 300 µV
- FF/Latch Area: about 730 µm²
- CTS Buffer Depth: 2
- Total negative slack: 0 ns
- Worst-path maximum fanout: 4
- Drt total wl: ~2800 µm
- Synthesized cell area: ~0.0015 mm²
- Slowest-stage cell, CP: clkdlybuf4s50_1
- Main synth FF type: dfrtp_1
- Chip Width: between 100 and 150 µm
- Worst path arrival time: around 2.2 ns
- Clock slew at the register clock pins of the worst setup and hold paths: ~0.06 ns
- Setup CP Type: in2reg
- Pin count of the biggest net entering global routing: 30
- Cell type with the largest total area: dfrtp_1
- Cell count listed in synth_stat.txt: ~140
- Final non-filler cell total: ~280
- Clock Skew: roughly 0.0039 ns
- CP Launch Type: input port
- Max Cap Viol: 0
- Die height: between 100 and 150 µm
- ANT cells: 0
- Skew-Pair Late Insertion Delay: around 0.28 ns
- Fin crit share: between 90% and 100%
- Leakage: ~0.86 nW
- Overall power: approximately 2.2 mW
- Vias: roughly 1100
- Max Slew Vio Count: 0
- Syn Inst Count: approximately 140
- Dpl cells: 270
- Flip-flops with a built-in enable: 0
- Fill cell count: 852
- Synth Seq Share: a little under half
- Power per cell area: about 1100 mW/mm²
- Avg WL per Cell: a little over 10 µm
- Async S/R FF share, synth: 100%
- First-pass GRT wire length: ~5000 µm
- Hold depth: 1
- Cell mode on critical path: mux2i_1
- IO Port Bufs: 19
- Row Count: 33
- Grt ovf: 0
- H-tree depth: 2
- Largest stage delay, worst path: 0.48 ns
- Total track usage: around 4.6%
- Final Hold Violating Endpoints: 0
- Clock sink count: 29
- CTS Buf Count: 5
- Vias/cell: roughly 3.9
- Worst reg2reg setup slack: around 0.35 ns
- Hold crit path type: reg2reg
- Layout area overhead: 33.8%
- Synth top area cells: dfrtp_1 (46%), xnor2_1 (9.8%), ha_1 (7.4%)
- DRT Pass-1 Iters: 4
- Final HPWL DP: between 2000 and 2500 µm
- Final GP Congestion: around 0.77
- Slew headroom: between 50% and 60%
- Layout cells sized above 1: between 20% and 30%
- CP Capture Type: register
- Minimum clock period: slightly above 2 ns
- Initial antenna violation count: 0
- Total die area: approximately 0.012 mm²
- Core footprint: 0.00813 mm²
- Comb area: between 700 and 800 µm²
- Tool warnings: 30
- Residual DRC count: 0
- #FFs+latches synth: 29
- Fp util: 18.7%
- Final setup vio count: 0
- Post-route ant nets: 0
- CP required: ~2.3 ns
- Share of the synthesized area in the top cell type: between 40% and 50%
[routing by layer]
layer | global-route usage [%] | routed length, µm | vias to the layer above
met3 | 0.985 | 89 | 5
met4 | 0.781 | 60 | 0
met2 | 7.86 | 1450 | 12
li1 | - | - | 542
met5 | 0 | 0 | -
met1 | 6.02 | 1250 | 523
[per-stage QoR]
step	instance area (µm²)	hold slack, ns	worst slack, ns	utilization (%)
4_1_cts	2000	0.485	0.0539	24.6
3_3_place_gp	1920	0.473	-0.230	23.6
3_5_place_dp	1920	0.481	-0.234	23.6
2_1_floorplan	1520	0.124	0.336	-
5_1_grt	2040	0.505	-0.0215	25.0
6_report	2040	0.485	0.0799	25.0
[worst paths after layout]
kind                                                   startpoint                          end
worst min-delay path                           U0_stp_chk.stp_err            U0_uart_fsm.cs[3]
min in group asynchronous                                     RST    U0_deserializer.P_DATA[6]
worst max register to register  U0_edge_bit_counter.edge_count[1]    U0_deserializer.P_DATA[2]
worst max-delay path                                  Prescale[2]  U0_data_sampling.samples[2]
max in group asynchronous                                     RST            U0_uart_fsm.cs[0]
worst min register to register                 U0_stp_chk.stp_err            U0_uart_fsm.cs[3]
[critical path, delay by kind of cell]
kind                     cells  cell delay [ns]
AND-OR/OR-AND                2             0.43
XOR/XNOR                     1             0.15
adder cells (fa/ha/maj)      1             0.19
buffers and inverters        3             0.72
multiplexers                 2             0.28
[synth_stat cells, types with 4 or more instances]
cell,count
nor2_1,9
mux2_2,8
mux2i_1,4
nor3_1,4
xnor2_1,17
ha_1,9
o21ai_0,6
a21oi_1,5
dfrtp_1,28
nand2_1,7
inv_1,9
nor3b_1,4
[power breakdown]
part           leakage (nW)  total (mW)  switching, mW  internal (mW)
logic                 0.448       0.810          0.332          0.478
clock network        0.0439       0.435          0.208          0.228
registers             0.368       0.923          0.189          0.734
[cells in the final DEF, fill, tap and decap left out, types with 2 or more instances in the layout]
cell	synthesis	layout
a21oi_1	5	5
buf_4	0	10
clkbuf_8	0	5
clkdlybuf4s50_1	0	19
clkinv_2	0	2
dfrtp_1	28	28
ha_1	9	8
inv_1	9	9
mux2_2	8	8
mux2i_1	4	4
nand2_1	7	7
nand3_1	2	2
nand4_1	2	2
nor2_1	9	9
nor3_1	4	3
nor3b_1	4	4
o21ai_0	6	6
or3_1	2	2
xnor2_1	17	15
xnor2_2	2	4
xor2_1	2	2
[layout make-up]
| cell class | count | share of cell area (%) |
|---|---|---|
| multi-input cells | 98 | 38.9 |
| flip-flops and latches | 29 | 35.7 |
| repair buffers | 29 | 13.0 |
| well taps | 105 | 6.45 |
| clock buffers | 5 | 3.38 |
| inverters | 9 | 1.66 |
| clock inverters | 3 | 0.860 |
[registers in the layout, summed over array words and instances, names as in the netlist]
register	count
U0_strt_chk.strt_glitch	1
U0_edge_bit_counter.edge_count	3
U0_stp_chk.stp_err	1
U0_par_chk.par_err	1
U0_deserializer.P_DATA	8
U0_data_sampling.samples	3
U0_edge_bit_counter.bit_count	4
U0_uart_fsm.cs	7
U0_data_sampling.sampled_bit	1
[repair_timing]
item | CTS | global route
hold endpoints to repair | 0 | 0
gates resized | 0 | 6
endpoints found under the setup margin | 0 | 2
[kinds of logic (layout without fill, tap and decap cells)]
group | Yosys count | after routing | share of synthesized area [%]
xor+xnor | 21 | 21 | 13.1
simple gates | 36 | 36 | 12.4
buf+inv | 10 | 46 | 2.46
flops | 29 | 29 | 47.7
compound gates | 20 | 20 | 8.38
mux | 12 | 12 | 8.55
fa+ha+maj | 9 | 9 | 7.40
Power is estimated from default activity; no workload was simulated.
